--- design/flow/run.sh ---
#!/bin/bash
# OpenROAD 26Q1-2900-gdf79404cd8, Yosys 0.63+post, stock flow scripts
make -C /OpenROAD-flow-scripts/flow DESIGN_CONFIG=/design/flow/config.mk WORK_HOME=/design/flow/orfs finish
--- design/flow/config.mk ---
export PLATFORM = sky130hd
export DESIGN_NAME = wishbone_slave
export DESIGN_NICKNAME = wishbone_slave
export VERILOG_FILES = /design/flow/design.v
export SDC_FILE = /design/flow/constraint.sdc
export NUM_CORES = 4
export LEC_CHECK = 1
export CORE_UTILIZATION = 30
--- design/flow/constraint.sdc ---
current_design wishbone_slave

set clk_period 3.1
set clk_io_pct 0.2

create_clock -name clk0 -period $clk_period [get_ports {clk}]

set non_clock_inputs [all_inputs -no_clocks]
set_input_delay [expr $clk_period * $clk_io_pct] -clock clk0 $non_clock_inputs
set_output_delay [expr $clk_period * $clk_io_pct] -clock clk0 [all_outputs]
--- design/flow/design.v ---
module wishbone_slave #(
    parameter WIDTH = 32
)(
    input  wire               clk,
    input  wire               rst_n,
    input  wire               wb_cyc_i,
    input  wire               wb_stb_i,
    input  wire               wb_we_i,
    input  wire  [3:0]        wb_sel_i,
    input  wire  [31:0]       wb_adr_i,
    input  wire  [31:0]       wb_dat_i,
    output reg   [31:0]       wb_dat_o,
    output reg                wb_ack_o,
    output reg                en,
    output reg                up_down,
    input  wire [WIDTH-1:0]   count
);
    localparam ADDR_CTRL  = 32'h0000_0000;   
    localparam ADDR_COUNT = 32'h0000_0004;   
    always @(posedge clk or negedge rst_n) begin
        if (!rst_n) begin
            wb_ack_o  <= 1'b0;
            en        <= 1'b0;
            up_down   <= 1'b1;
            wb_dat_o  <= 32'b0;
        end else begin
            wb_ack_o <= 1'b0;   
            if (wb_cyc_i && wb_stb_i && !wb_ack_o) begin
                wb_ack_o <= 1'b1;
                if (wb_we_i) begin   
                    case (wb_adr_i)
                        ADDR_CTRL: begin
                            en      <= wb_dat_i[0];
                            up_down <= wb_dat_i[1];
                        end
                        default: ;  
                    endcase
                end else begin   
                    case (wb_adr_i)
                        ADDR_CTRL:  wb_dat_o <= {30'b0, up_down, en};
                        ADDR_COUNT: wb_dat_o <= count;
                        default:    wb_dat_o <= 32'hDEAD_BEEF;   
                    endcase
                end
            end
        end
    end
endmodule
==> results.toml <==
# synthesis and place-and-route metrics
[outcome]
status = "completed"

[critical_path]
path_class = "in2reg"
cp-start-kind = "input pin"
cp_max_fo = 32
cp-end-kind = "flop"
worstPathArrival_ps = 2260
crit_required_ps = 3320

[cells_and_area]
final_cells = 328
layout_top_cell = "clkdlybuf4s50_1"
drive_gt1_share_pct = 8.14
post-route-util_pct = 53.8
final_cell_mix = "clkdlybuf4s50_1, dfrtp_1, nor2_1, a31oi_1, nand2_1"
area_growth_pct = 71.9

[drt]
viasPerCell = 4.63
wl_per_cell_microns = 12.5
ant_nets = 0
drcViolationCount = 0
dr.first_iter.drc_count = 74
drt_wl_total_mm = 4.10
antennaDiodeCount = 0
drtPass1Iterations = 3
vias = 1519

[synth]
ys_area_sq_um = 1610
yosysWarnings = 1
ys_cells = 154
synth_cell_types = 23
syn_avg_cell_area_sq_um = 10.4
synth.cell_area_sq_um = 1610
syn_inst = 154
synth_seq_share_pct = 54.6
synth_flops = 35

[floorplan]
placement_rows = 26
fp.dieW_microns = 75.2
die_y_microns = 75.2
die_area_sq_um = 5660
initCoreUtil_pct = 31.3
coreArea_sq_um = 5140
ios = 140

[clock_network]
clock_path_buffers = 2
cts_sinks = 35
cts_root_buffer = "clkbuf_8"
cts_setup_buffers = 0
cts_hold_buf = 0
clkLatencyLatePin_ps = 280
path_clk_slew_ps = 70
cts_buffers = 5
cts-resized-gates = 0
cts_tree = "built"
cts_max_level = 2

[pwr]
total_power_mw = 0.916
power_leakage_nw = 1.13
power_density_nw_per_um2 = 331
ir_worst_vdd_mv = 0.131

[grt]
antenna_found_initial = 0
grt_usage_pct = 16.0
grtUsageMet3_pct = 5.02
grt_max_degree = 36
overflow = 0
grtUsageMet2_pct = 25.8
grtUsageMet1_pct = 22.6
grt_pass1_wl_mm = 6.77
busiest_layer = "met2"
grt_pass1_vias = 1493

[placed_design]
dp_slack_ps = 749
place_congestion = 0.693
hpwl_mm = 2.90
place_inst = 320
io_buffers = 105

[final_timing]
rsz0062_at_grt = "no"
slew_viol_final = 0
finalCritPeriodShare_pct = 66.0
maxSlewHeadroom_pct = 70.3
finalSetupTns_ps = 0
clock_skew_ps = 4.17
tightest_slew_ps = 445
finalHoldViolations = 0
max_freq_mhz = 489
layout_min_cycle_time_ps = 2050
setup_viol = 0
setup_slack_ps = 1050

[run]
warnings = 59
maxCapViolations = 0

[min_path]
hold_class = "in2async"
-- sequential cells by signal, summed over array words and instances, names as in the netlist --
name,count
en,1
up_down,1
wb_ack_o,1
wb_dat_o,32
-- synthesized netlist by cell type, drive strengths merged --
cell,instances,area (sq um)
a31oi,24,150
buf,10,82.6
nor2,25,101
nand3b,1,7.51
and3b,1,8.76
clkbuf,4,15.0
and2b,1,7.51
nand4,2,18.8
nor4,7,68.8
dfrtp,34,851
mux2i,2,20.0
mux2,2,22.5
nor2b,8,50.1
nor3,2,15.0
a41o,8,80.1
dfstp,1,26.3
nand2,22,82.6
-- per-layer routing --
metal  vias to the layer above  wire, microns
met5                         -              0
met4                         0             49
met3                         5            381
met2                        68           1930
met1                       689           1740
li1                        757              -
-- logic make-up after synthesis --
kind of cell | share of synthesized area (%)
AND-OR/OR-AND | 14.3
buffers and inverters | 6.07
flip-flops | 54.6
multiplexers | 2.65
AND/OR/NAND/NOR | 22.4
-- final timing paths --
path	from	depth (start not counted)	slack, ps	end
max reg2reg	wb_ack_o	5	1510	wb_dat_o[16]
max	wb_adr_i[25]	6	1050	wb_dat_o[22]
min in group clk0	en	1	520	en
max in group asynchronous	rst_n	2	2390	up_down
min reg2reg	en	1	520	en
min	rst_n	2	360	wb_dat_o[11]
-- report_power, final --
part           leakage (nW)  internal, mW  switching (mW)  total [mW]
Combinational         0.731        0.0948          0.0446       0.139
Sequential            0.360         0.461         0.00226       0.463
Clock                0.0422         0.158           0.155       0.313
-- cell type report --
cell class / count / area [sq um]
fill: 509 / 2380
multi-input combinational: 105 / 634
timing repair buffer: 110 / 1080
tap: 70 / 87.6
sequential: 35 / 877
clock inverter: 1 / 5.00
clock buffer: 7 / 76.3
-- critical path: stages --
cell and delay [ps]:
clkdlybuf4s50_1 400, nor4_1 310, nand4_1 240, nor2_4 120, buf_4 330, a41o_1 230
-- per-stage QoR --
step,hold WS (ps),cell area [sq um]
after floorplan,324,1610
after global placement,512,2680
after detailed placement,514,2680
after CTS,385,2760
after global routing,410,2760
final,362,2760
Power is estimated from default activity; no workload was simulated.
